==> flow/design.v <==
module digital_clock (clock, reset, AN3, AN2, AN1, AN0, CA, CB, CC, CD, CE, CF, CG);
	input clock, reset;
	output AN3, AN2, AN1, AN0, CA, CB, CC, CD, CE, CF, CG;
	wire w1, w2;
	wire [3:0] w3;
	wire [3:0] w4;
	wire [6:0] w5;
	wire [6:0] w6;
	wire [6:0] w7;
	wire [6:0] w8;
	wire [3:0] w9;
	wire [3:0] w10;
	wire [3:0] w11;
	wire [3:0] w12;
	wire [3:0] w13;
	wire [3:0] w14;
	wire [3:0] w15;
	reg [6:0] reg1;
	clock_divider #(.input_hz(50_000_000), .output_hz(500)) clock_divider_500_hz(.reset(reset), .clock_in(clock), .clock_out(w1));
	clock_divider #(.input_hz(500), .output_hz(1)) clock_divider_1_hz(.reset(reset), .clock_in(w1), .clock_out(w2));
	timer_00_59 timer(.reset(reset), .clock(w2), .seg0(w4), .seg1(w3), .seg2(w10), .seg3(w11));
	ssd_driver ssd_driver_thou(.in_BCD(w11), .out_SSD(w12));
	ssd_driver ssd_driver_hund(.in_BCD(w10), .out_SSD(w13));
	ssd_driver ssd_driver_tens(.in_BCD(w3), .out_SSD(w6));
	ssd_driver ssd_driver_ones(.in_BCD(w4), .out_SSD(w7));
	ring_counter_4_bit ring_counter(.reset(reset), .clock(w1), .out(w9));
	always @(posedge w2) begin  
		reg1 <= 7'b1111111;
	end
	assign w5 = reg1;
	negative_tri_state_buffer_N_bit #(7) buffer_1 (.in_disable(w9[1]), .in(w6), .out(w8));
	negative_tri_state_buffer_N_bit #(7) buffer_0 (.in_disable(w9[0]), .in(w7), .out(w8));
	negative_tri_state_buffer_N_bit #(7) buffer_2 (.in_disable(w9[3]), .in(w12), .out(w8));
	negative_tri_state_buffer_N_bit #(7) buffer_3(.in_disable(w9[2]), .in(w13), .out(w8));
	assign AN3 = w9[3];	
	assign AN2 = w9[2];
	assign AN1 = w9[1];
   assign AN0 = w9[0];
	assign CA = w8[6];
	assign CB = w8[5];
	assign CC = w8[4];
	assign CD = w8[3];
	assign CE = w8[2];
	assign CF = w8[1];
	assign CG = w8[0];
endmodule
module ring_counter_4_bit (reset, clock, out);
	input reset, clock;
	output [3:0] out;
	reg [3:0] out;
	always @(posedge clock or posedge reset) begin
		if (reset) begin
			out <= 4'b0111;
		end
		else begin
			out[3] <= out[0];
			out[2] <= out[3];
			out[1] <= out[2];
			out[0] <= out[1];	
		end
	end
endmodule
module clock_divider (reset, clock_in, clock_out);
	parameter input_hz = 6;
	parameter output_hz = 1;
	parameter in_out_ratio = input_hz / output_hz;  
	input clock_in, reset;
	output clock_out;
	reg clock_out;
	reg [19:0] internal_count;
	always @(posedge clock_in or posedge reset) begin
		if (reset) 
			begin
			internal_count <= 'b0;
			clock_out <= 1'b0;
		end
		else if (internal_count == (in_out_ratio - 1)) 
			begin
			internal_count <= 20'b0;
			clock_out <= 1'b1;  
		end
		else if (internal_count == (in_out_ratio/2 - 1)) 
			begin
			clock_out <= 1'b0; 	 
			internal_count <= internal_count + 1;
		end
		else 
			begin
			internal_count <= internal_count + 1;
		end
	end
endmodule
module timer_59_59 (reset, clock, seg3,seg2,seg1,seg0);
	input reset, clock;
	output [3:0] seg0;  
	output [3:0] seg1;
	output [3:0] seg2;
	output [3:0] seg3;
	reg [3:0] seg0;
	reg [3:0] seg1;
	reg [3:0] seg2;
	reg [3:0] seg3;
	always @(posedge clock or posedge reset) begin
		if (reset) 
			begin
			seg0 <= 4'd0;
			seg1 <= 4'd0;
			seg2 <= 4'd0;
			seg3 <= 4'd0;
			end
		else 
			begin 
			if(seg0 == 4'd9)
				begin 
					seg0 <= 4'd0;
					if(seg1 == 4'd5) 
						begin
							seg1 <= 4'd0;
							seg2 <= seg2 + 1;
							if(seg2 == 4'd9) 
								begin
									seg2 <= 4'd0;
									if(seg3 == 4'd5) 
										begin
											seg0 <= 4'd0;
											seg1 <= 4'd0;
											seg2 <= 4'd0;
											seg3 <= 4'd0;
										end
									else 
										begin
											seg3 <= seg3 + 1;
										end
								end
							else 
								begin
									seg2 <= seg2 + 1;
								end
						end
						else 
							begin
								seg1 <= seg1 + 1;
							end
						end
			else 
				begin
					seg0 <= seg0 + 1;
				end
				end
			end
endmodule
module ssd_driver (in_BCD, out_SSD);
	input [3:0] in_BCD;  
	output [6:0] out_SSD;  
	reg [6:0] out_SSD;
	always @(in_BCD) begin
		case (in_BCD)
			4'd0: out_SSD <= 7'b0000001;
			4'd1: out_SSD <= 7'b1001111;
			4'd2: out_SSD <= 7'b0010010;
			4'd3: out_SSD <= 7'b0000110;
			4'd4: out_SSD <= 7'b1001100;
			4'd5: out_SSD <= 7'b0100100;
			4'd6: out_SSD <= 7'b0100000;
			4'd7: out_SSD <= 7'b0001111;
			4'd8: out_SSD <= 7'b0000000;
			4'd9: out_SSD <= 7'b0000100;
			default out_SSD <= 7'b0110000;  
		endcase
	end
endmodule 
module negative_tri_state_buffer_N_bit (in_disable, in, out);
	parameter N = 7;
	input in_disable;
	input [N-1:0] in;
	output [N-1:0] out;
	reg [N-1:0] out;
	always @(in_disable or in) begin
		if (in_disable == 1'b0) out <= in;
		else out <= 'bz;
	end
endmodule
`timescale 1ns/1ps
==> flow/run.sh <==
#!/bin/bash
# OpenROAD 26Q1-2900-gdf79404cd8, Yosys 0.63+post, stock flow scripts
make -C /OpenROAD-flow-scripts/flow DESIGN_CONFIG=/design/flow/config.mk WORK_HOME=/design/flow/orfs finish
==> flow/config.mk <==
export PLATFORM = sky130hd
export DESIGN_NAME = clock_divider
export DESIGN_NICKNAME = clock_divider
export VERILOG_FILES = /design/flow/design.v
export SDC_FILE = /design/flow/constraint.sdc
export NUM_CORES = 4
export LEC_CHECK = 1
export CORE_AREA = 10 10 95 95
export DIE_AREA = 0 0 105 105
==> flow/constraint.sdc <==
current_design clock_divider

set clk_period 3.0
set clk_io_pct 0.2

create_clock -name clk0 -period $clk_period [get_ports {clock_in}]

set non_clock_inputs [all_inputs -no_clocks]
set_input_delay [expr $clk_period * $clk_io_pct] -clock clk0 $non_clock_inputs
set_output_delay [expr $clk_period * $clk_io_pct] -clock clk0 [all_outputs]
==> impl_metrics.tcl <==
# metrics dict for downstream scripts
set metrics [dict create \
    p_sw_frac 0.198 \
    dp_hpwl_um 1190 \
    post_cts_buffers 0 \
    slew_headroom 0.469 \
    postSynthAreaPerCell_um2 10.6 \
    die_w_um 105 \
    antenna_left 0 \
    first_iter_violations 24 \
    required_ps 2400 \
    drtPass1Iterations 4 \
    yosys_cells 96 \
    min_period_ps 1720 \
    drc 0 \
    synth_seq_share 0.515 \
    grt.total_usage 0.0323 \
    netlist_area_um2 1020 \
    grt_max_degree 22 \
    cp_slowest_cell "clkdlybuf4s50_1" \
    regToRegSetupSlack_ps 1420 \
    hold_end "internal_count[19]" \
    core-area_um2 6910 \
    tightest_slew_ps 796 \
    routed_wl_um 1700 \
    worst_skew_pair.late_latency_ps 260 \
    ys_types 19 \
    via_per_inst 3.40 \
    power_density_nw_per_um2 394 \
    path_max_fanout 3 \
    combinationalPowerShare 0.014 \
    numSynthFlops 21 \
    hold_buffers 0 \
    hold_viol_final 0 \
    cp_data_arrival_time_ps 1120 \
    min_path_type "reg2reg" \
    cts_tree "built" \
    postPlaceCellArea_um2 1150 \
    place.gp.congestion 0.776 \
    cp_slowest_stage_delay_ps 480 \
    ir_drop_v 0.000175 \
    io_buffers 2 \
    yosys_most_used_dff "dfrtp_1" \
    p_leak_nw 0.528 \
    path_delay_family "buffers and inverters" \
    area_growth_pct 17.7 \
    wl_per_cell_um 8.63 \
    cts.sinks 21 \
    fp-utilization 0.148 \
    gr-total-overflow 0 \
    cts_root_buffer "clkbuf_8" \
    worstSetupPathType "reg2out" \
    synthArstFlopShare 1.00 \
    setup_viol 0 \
    fin_area_um2 1200 \
    final_cell_mix "dfrtp_1 (21), xor2_1 (11), nand2_1 (8), nor2_1 (8)" \
    htree_levels 1 \
    finalClockSkew_ps 2.51 \
    antenna_found_initial 0 \
    drive_gt1_frac 0.0792 \
    yosysChipArea_um2 1020 \
    status "finished, final reports clean" \
    ys_warn_count 2 \
    drv_slew 0 \
    grt_pass1_vias 661 \
    cap_violations 0 \
    pwr-share-seq 0.599 \
    crit_path_cell_trace "clkdlybuf4s50_1" \
    rows 30 \
    clkPwrFrac 0.387 \
    post_cts_resized 0 \
    synth_cells 96 \
    r2r_end "clock_out" \
    switchingPower_uw 93.7 \
    ios 3 \
    die_h_um 105 \
    cp-end-kind "primary output" \
    lay_top_count "dfrtp_1" \
    ctsLongestPathBuffers 2 \
    r2r_start "internal_count[10]" \
    synth-edff-count 0 \
    cts_buffers 3 \
    path_buffers 1 \
    die_area_um2 11000 \
    insertedDiodeCount 0 \
    hp-start "internal_count[19]" \
    fin_tns_setup_ps 0 \
    clock.fmax_mhz 583 \
    intPower_uw 379 \
    path_clk_slew_ps 70 \
    crit_start "clock_out" \
    r2r_cells 4 \
    grt_pass1_wl_um 3120 \
    hold_depth 1 \
    rsz0062_at_grt "false" \
    crit_path_start_kind "flop" \
    fin_crit_sh 0.572 \
    warnings 27 \
    vias 670 \
]
## power groups by stage
stage | Combinational [mW] | Clock, mW | Sequential, mW
4_1_cts | 0.00704 | 0.190 | 0.283
6_report | 0.00661 | 0.183 | 0.283
5_1_grt | 0.00785 | 0.201 | 0.283
## worst reg2reg max path: cells and delay by family (launching register included)
kind          cells  cell delay [ps]
simple gates      4             1090
flops             1              420
## layer usage
layer | part of all wire | wire [µm] | up-vias | track usage
met3 | 0.038 | 65 | 2 | 0.00994
met4 | 0.0088 | 15 | 0 | 0.00294
met5 | 0 | 0 | - | 0
met2 | 0.43 | 736 | 10 | 0.0503
met1 | 0.52 | 883 | 322 | 0.0448
li1 | - | - | 336 | -
## worst max path at each step
stage / cells after the start / endpoint
CTS: 1 / clock_out
global route: 1 / clock_out
finish: 1 / clock_out
## metrics by stage
stage	worst slack [ps]	cells	util	hold slack, ps	power, mW
6_report	1280	197	0.174	483	0.472
3_3_place_gp	1360	193	0.167	474	0.296
5_1_grt	1220	197	0.174	511	0.492
3_5_place_dp	1370	193	0.167	467	0.296
2_1_floorplan	1670	96	-	443	0.293
4_1_cts	1250	197	0.174	482	0.480
## cell families after synthesis
logic type      synth area share
fa+ha+maj                 0.0368
compound gates           0.00982
simple gates               0.253
buf+inv                   0.0307
xor+xnor                   0.155
flops                      0.515
## final cells by class
class                      instances  area, µm²
tap                               96        120
clock buffer                       4       45.0
inverter                           7       26.3
timing repair buffer               2       20.0
fill                             783       5710
sequential                        21        526
multi-input combinational         67        463
## synth_stat cells, types with 2 or more instances
master / instances / area [µm²]
dfrtp_1: 21 / 526
ha_1: 3 / 37.5
inv_1: 7 / 26.3
nand2_1: 8 / 30.0
nand3_1: 5 / 25.0
nand4_1: 3 / 18.8
nor2_1: 8 / 30.0
nor3_1: 7 / 35.0
nor4_1: 6 / 37.5
nor4_2: 2 / 25.0
o21ai_0: 2 / 10.0
xnor2_1: 7 / 61.3
xor2_1: 11 / 96.3
## sequential cells by signal, indices dropped and copies added (netlist names)
name	cells
clock_out	1
internal_count	20
Power and IR drop assume default switching activity.
